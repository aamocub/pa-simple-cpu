==> flow/design.v <==
module register #(
    parameter integer DATAWIDTH = 32
) (
    input  wire                 clk_i,
    input  wire                 rst_i,
    input  wire                 en_i,
    input  reg  [DATAWIDTH-1:0] d_i,
    output reg  [DATAWIDTH-1:0] q_o
);
    always_ff @(posedge clk_i or posedge rst_i) begin
        if (rst_i) begin
            q_o <= '0;
        end else if (en_i) begin
            q_o <= d_i;
        end
    end
endmodule
==> flow/run.sh <==
#!/bin/bash
# OpenROAD 26Q1-2900-gdf79404cd8, Yosys 0.63+post, stock flow scripts
make -C /OpenROAD-flow-scripts/flow DESIGN_CONFIG=/design/flow/config.mk WORK_HOME=/design/flow/orfs finish
==> flow/config.mk <==
export PLATFORM = sky130hd
export DESIGN_NAME = register
export DESIGN_NICKNAME = register
export VERILOG_FILES = /design/flow/design.v
export SDC_FILE = /design/flow/constraint.sdc
export NUM_CORES = 4
export LEC_CHECK = 1
export CORE_AREA = 10 10 109 109
export DIE_AREA = 0 0 119 119
==> flow/constraint.sdc <==
current_design register

set clk_period 1.0
set clk_io_pct 0.2

create_clock -name clk0 -period $clk_period [get_ports {clk_i}]

set non_clock_inputs [all_inputs -no_clocks]
set_input_delay [expr $clk_period * $clk_io_pct] -clock clk0 $non_clock_inputs
set_output_delay [expr $clk_period * $clk_io_pct] -clock clk0 [all_outputs]
==> deck_impl_summary.md <==
Flow Results at a Glance

Outcome
  – Run status: finished with violations
  – Failing checks: negative setup slack

Layout
  – Largest Register: q_o
  – Final Non-Filler Cells: 291
  – Cell area after layout: 2260 sq um
  – Biggest regs: q_o (32)
  – Util after Layout: 0.235
  – Area grow syn2layout: 67.6%
  – Max reg flops: 32
  – Layout cell share with drive strength beyond 1: 0.582

CTS
  – Clk pin slew, worst setup/hold paths: 0.07 ns
  – H-Tree Depth: 2
  – Clk latency of the worst-skew pair: 0.28 ns
  – CTS tree: done
  – Post-CTS Hold Buffers: 0
  – Root Buffer: clkbuf_8
  – Sink Count: 32
  – TritonCTS Buffers: 5
  – Maximum clock insertion buffer count: 2

Synthesis
  – Synth Flop Type: dfrtp_1
  – #FFs+latches synth: 32
  – Top cells by area: dfrtp_1 (59%), mux2_4 (33%), buf_12 (4.5%), mux2_2 (1.7%), buf_6 (0.83%)
  – Most instantiated cells after synthesis: dfrtp_1 (32), mux2_4 (30), buf_12 (3)
  – Yosys warning total: 1
  – Post-synth seq share: 0.594
  – Syn avg cell area: between 15 and 20 sq um
  – Post-synth top area share: 0.594
  – Ys cells: 69
  – Mapped Cells: 69
  – Yosys top cell by area: dfrtp_1
  – YS chip area: roughly 1300 sq um
  – Post-synth ARST share: 1.00
  – Post-Syn Area: 1350 sq um
  – Unique cell types: 6
  – EDFF count, synth: 0
  – Count leader, synth: dfrtp_1

Detailed routing
  – Via count: 900
  – Via/cell ratio: 3.09
  – Final ANT Viol Nets: 0
  – ANT cells: 0
  – TritonRoute pass-1 iters: 3
  – Total Wirelength: 3600 microns
  – DR WL/cell: 12.4 microns
  – Drt drc: 0
  – DRT iter0 DRCs: 13

Global routing
  – GRT overflow: 0
  – Tot GR Track Use: 0.0503
  – Vias in the first global route: 1016
  – First-pass GRT wire length: between 5000 and 6000 microns
  – Largest net degree at the start of global routing: 33
  – Initial antenna violation count: 0

Timing
  – Cycle use final: 1.00
  – Hold_ws: about 0.25 ns
  – Unrepaired setup endpoints after global routing: true
  – Hold Fails Final Rpt: 0
  – Final Max Tran Viols: 0
  – Setup slack after layout: -0.00316 ns
  – Fin crit period: 1.00 ns
  – Max Clk Rate: 997 MHz
  – Worst Clk Skew: 0 ns
  – Slew margin rel.: 0.877
  – Measured slew at the worst slew-check pin: between 0.15 and 0.2 ns
  – Setup TNS: -0.00468 ns
  – Final setup vio count: 2

Power and ir drop
  – Leak pwr: roughly 1.1 nW
  – VDD IR max: 732 uV
  – Total Power: 3.53 mW
  – Power per standard cell area: 1560 nW/um^2

Floorplan
  – # rows: 36
  – Core Region: 9640 sq um
  – Chip area: 14200 sq um
  – Init Core Util: 0.140
  – Die Wd: 119 microns
  – # IOs: 67
  – Die Span Y: about 120 microns

Critical path
  – Slowest-stage cell, CP: dfrtp_1
  – Critical R2R Capture: q_o[13]$_DFFE_PP0P_
  – CP cell instances: buf_4 -> buf_4 -> mux2_4
  – Worst Setup SP: q_o[13]$_DFFE_PP0P_
  – Critical-path maximum fanout: 2
  – Arrival time at the worst endpoint: ~1.2 ns
  – Critical Path Source Type: flop
  – Crit end category: flop
  – Internal reg-to-reg setup slack: -0.003 ns
  – WP data required: 1.17 ns
  – CP max stage delay: between 0.3 and 0.4 ns
  – Worst reg-to-reg path cell count: 3
  – Most frequent CP cell: buf_4
  – Critical path class: reg2reg
  – Crit Reg-Reg Startpoint: q_o[13]$_DFFE_PP0P_
  – Crit path capture: q_o[13]$_DFFE_PP0P_

Worst hold path
  – Hold Path Class: in2async

Flow run
  – Tool warnings: 27
  – Max-cap violations: 0

Place
  – GP Congestion: 0.696
  – HPWL after DPL: between 2000 and 3000 microns
  – DP Cell Count: approximately 270
  – Port buffer count: 66
  – Placed cell area: 2210 sq um
  – Post-place setup slack: -0.0694 ns
how the worst min path moves through the flow:
stage / start / endpoint / slack (ns)
6_report: rst_i / q_o[24]$_DFFE_PP0P_ / 0.25
5_1_grt: rst_i / q_o[24]$_DFFE_PP0P_ / 0.28
4_1_cts: rst_i / q_o[0]$_DFFE_PP0P_ / 0.25
routing by layer:
layer / track usage / vias up / wire, microns
met5: 0 / - / 0
met4: 0.00687 / 0 / 52
met3: 0.0225 / 6 / 309
met2: 0.0761 / 40 / 1660
met1: 0.0669 / 442 / 1570
li1: - / 412 / -
critical path: cells and delay by family, from the launching register on:
kind                   cells  cell delay [ns]
flip-flops                 1             0.39
buffers and inverters      2             0.25
multiplexers               1             0.25
where the power goes:
group | total [mW] | switching [mW] | leakage [nW] | internal, mW
Combinational | 0.650 | 0.163 | 0.629 | 0.488
Clock | 1.40 | 0.519 | 0.0645 | 0.880
Sequential | 1.49 | 0.0623 | 0.374 | 1.42
Total | 3.53 | 0.744 | 1.07 | 2.79
layout make-up:
cell class,count,area [sq um]
repair buffers,85,691
flip-flops and latches,32,801
clock inverters,1,30.0
inverters,1,3.75
multi-input cells,32,473
well taps,133,166
clock buffers,7,96.3
fillers,1030,7380
layout by cell type, fill, tap and decap left out:
cell,count
buf_4,12
dfrtp_1,32
clkdlybuf4s50_1,33
inv_1,1
clkbuf_8,7
mux2_2,2
buf_12,3
bufinv_16,1
buf_6,4
mux2_4,30
buf_2,33
timing repair:
action | in CTS | in global routing
endpoints found under the setup margin | 32 | 39
resized | 98 | 3
buffers inserted | 11 | 3
hold endpoints to repair | 0 | 0
logic make-up (layout without fill, tap and decap cells):
kind of cell           Yosys count  count (layout)  share of synthesized area
muxes                           32              32                      0.351
DFF                             32              32                      0.594
buffers and inverters            5              94                     0.0557
Power figures rest on the tool's default switching activity, not on a simulated workload.
