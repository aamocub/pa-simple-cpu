### flow/run.sh
#!/bin/bash
# OpenROAD 26Q1-2900-gdf79404cd8, Yosys 0.63+post, stock flow scripts
make -C /OpenROAD-flow-scripts/flow DESIGN_CONFIG=/design/flow/config.mk WORK_HOME=/design/flow/orfs finish
### flow/config.mk
export PLATFORM = sky130hd
export DESIGN_NAME = alu
export DESIGN_NICKNAME = alu
export VERILOG_FILES = /design/flow/design.v
export SDC_FILE = /design/flow/constraint.sdc
export NUM_CORES = 4
export LEC_CHECK = 1
export CORE_UTILIZATION = 30
### flow/constraint.sdc
current_design alu

set clk_period 328.4
set clk_io_pct 0.2

create_clock -name clk0 -period $clk_period

set non_clock_inputs [all_inputs -no_clocks]
set_input_delay [expr $clk_period * $clk_io_pct] -clock clk0 $non_clock_inputs
set_output_delay [expr $clk_period * $clk_io_pct] -clock clk0 [all_outputs]
### flow/design.v
module alu #(
    parameter integer DATAWIDTH = 32
) (
    input wire [DATAWIDTH-1:0] a_i,
    input wire [DATAWIDTH-1:0] b_i,
    input wire [3:0] opcode_i,
    output reg [DATAWIDTH-1:0] out_o
);
    always_comb
        case (opcode_i)
            4'b0000:  out_o = '0;
            4'b0001:  out_o = a_i + b_i;
            4'b0010:   out_o = a_i + b_i;
            4'b0011:   out_o = a_i + b_i;
            4'b0100:  out_o = a_i - b_i;
            4'b0101:  out_o = a_i * b_i;
            4'b0110:  out_o = a_i / b_i;
            4'b0111:  out_o = a_i & b_i;
            4'b1000:   out_o = a_i | b_i;
            4'b1001:  out_o = a_i ^ b_i;
            4'b1010:  out_o = a_i + b_i;
            4'b1011:  out_o = a_i + b_i;
            4'b1100:  out_o = a_i + b_i;
            4'b1101:  out_o = a_i + b_i;
            4'b1110: out_o = a_i + b_i;
            default:  out_o = 'x;
        endcase
endmodule
==> flow_results.org <==
* Implementation run

** Pwr
- Clock network fraction of total power :: 0%
- In this run switching power makes up 61.75% of total power.
- In this run the power density over the cells is 9.704 nW/um^2.
- The power report puts the leakage power at 0.02481 uW.
- Looking at the power breakdown, combinational cells take 100.0% of the total.
- Internal power component :: 192.3 uW
- Flop pwr share :: 0%
- Switching pwr :: 310.5 uW
- Maximum ir drop on the vdd rail :: 0.03926 mV

** Placement
- Estimated wirelength of the detail-placed design :: 171400 um
- Once placement finished, the instance area stood at 51790 um^2.
- Global placer's final weighted congestion :: 1.064
- Input and output buffers added on the ports amount to 100.
- Placed insts :: 8702

** Synth
- Yosys warnings :: 1
- Each instance of the synthesized netlist takes up on average 7.224 um^2.
- Dominant cell area share :: 19.62%
- Post-Syn Instances :: 6621
- The synthesized netlist contains 96 unique library cells.
- Looking at area per cell type in the netlist, the leader is sky130_fd_sc_hd__ha_1.
- Post-synthesis chip area from yosys :: 47830 um^2
- Mapped Area :: 47830 um^2
- Yosys cell count :: 6621
- In the post-synthesis netlist, the biggest area contributors are sky130_fd_sc_hd__ha_1 20%, sky130_fd_sc_hd__fa_1 17%, sky130_fd_sc_hd__nand2_1 6.6%, sky130_fd_sc_hd__inv_1 5.4%, sky130_fd_sc_hd__xnor2_1 5.2%.
- Part of the Yosys area used for sequential elements :: 0%

** Global routing
- The via count of the first global-routing pass is 48030.
- Entering global routing, the biggest net connects 46 pins.
- The first global-routing pass estimated 317700 um of wire.
- Per the GRT congestion report, total overflow comes to 0.
- Global-route usage over all layers :: 27.10%
- Antenna violations before repair :: 20

** Worst hold path
- Worst Min Path Start :: opcode_i[0]
- The type recorded for the worst min-delay path is in -> out.
- The worst hold path was traced through 5 stages.

** Worst setup path
- CP peak stage delay :: 1.07 ns
- On the critical path the data arrives at 151.73 ns.
- Critical path data required time :: 262.72 ns
- Crit path from :: b_i[31]
- Slowest stage cell on the critical path :: sky130_fd_sc_hd__o31ai_1
- Startpoint type of the worst setup path :: input port
- Maximum fanout along the worst path :: 45
- The worst setup path is captured at an output pin.
- For reference, the most critical setup path is categorized as in -> out.
- Counting stages on the worst path, the most repeated cell is sky130_fd_sc_hd__a21oi_1.

** Floorplan
- Top-level I/O count :: 100
- The chip occupies 161000 um^2.
- The share of the core area taken by cells at floorplan is 30.20%.
- Per the OpenROAD floorplan log, the height of the die is 401.3 um.
- Die W :: 401.3 um
- Core Rows :: 146
- Area of the placeable core :: 158400 um^2

** Cells and area
- Fill cell total of the finished layout :: 16570
- Clock buffer cells :: 0
- Sequential cell area :: 0 um^2
- The area taken by multi-input combinational cells is reported as 44340 um^2.
- The final report lists a non-filler cell total of 8711.
- At the end of the flow the core is filled with cells to 32.72%.
- FF+latch count :: 0
- Share of cells above drive strength 1 :: 5.762%
- Once layout is done, the placed cells without fillers occupy 51820 um^2.
- Relative to the synthesized area, the layout overhead comes to 8.329%.

** STA
- For reference, the final report shows the max-slew violation count at 0.
- Final Hold Violation Tally :: 0
- The most critical hold endpoint after final layout shows a slack of 132.87 ns.
- OpenROAD reports that the post-layout worst path occupies 66.20% of the period.
- Relative slew slack :: 13.06%
- Final setup violation count :: 0
- Unrepaired setup endpoints after global routing :: false
- Final Critical Period :: 217.41 ns
- The pin closest to its max-slew limit shows a slew of 1.293 ns.
- The flow reports an fmax of 4.600 MHz.
- Adding up every negative setup slack in the final design gives 0 ns.

** Clock network
- Number of hold-repair buffers added at the cts stage :: 0
- Postcts setup bufs :: 0
- In this run, post-CTS repair resized a total of 0 instances.

** Route
- The wire length recorded after detailed routing is 216800 um.
- Vias per inst :: 5.765
- Per-cell routed wire length :: 24.89 um
- Iteration count of the initial detailed-routing pass :: 6
- Via count of the routed design :: 50220
- Post-route DRC violation count :: 0
- Once detail routing completed, the nets flagged for antenna violations numbered 0.
- For this block, the initial DRC count from the detailed router was 4772.

** Job
- The tool flagged a number of max-cap violations equal to 0.
- Warning total across the stage logs :: 69

** Outcome
- Result of the run :: finished, final reports clean
==> area by class of cell <==
cell class / instances / area share [%]
antenna: 9 / 0.04346
inverter: 692 / 5.013
multi-input combinational: 5668 / 85.57
timing repair buffer: 270 / 4.375
tap: 2072 / 5.003
==> per-layer routing <==
layer	vias to the layer above	share of wire, %	track usage, %	wire [um]
met5	-	0.14	0.9515	300
met4	22	5.5	11.35	11900
met3	590	12	9.399	26360
met2	2690	41	38.85	88370
met1	23720	41	37.12	89870
li1	23190	-	-	-
==> power groups by stage <==
stage	logic, uW	registers, uW	clock network (uW)
CTS	489	0	0
global route	560	0	0.000000827
finish	503	0	0.000000770
==> stage by stage <==
step                setup WS [ns]  total power (uW)
global placement           113.55             483.8
floorplan                  127.51             330.1
finish                     110.99             502.8
detailed placement         113.52             484.5
global route               106.07             559.7
CTS                        113.14             488.8
==> cells in the mapped netlist, types with 46 or more instances <==
cell type and instances:
sky130_fd_sc_hd__nor2_1 586, sky130_fd_sc_hd__a211oi_1 47, sky130_fd_sc_hd__o31ai_1 53, sky130_fd_sc_hd__nor2b_1 48, sky130_fd_sc_hd__o21a_1 154, sky130_fd_sc_hd__o21bai_1 46
sky130_fd_sc_hd__or3_1 60, sky130_fd_sc_hd__nand3_1 125, sky130_fd_sc_hd__a21oi_1 452, sky130_fd_sc_hd__xnor2_1 285, sky130_fd_sc_hd__nor3_1 187, sky130_fd_sc_hd__fa_1 409
sky130_fd_sc_hd__a21o_1 204, sky130_fd_sc_hd__a31oi_1 74, sky130_fd_sc_hd__xor2_1 163, sky130_fd_sc_hd__o21ai_0 283, sky130_fd_sc_hd__clkbuf_1 218, sky130_fd_sc_hd__nand2b_1 51
sky130_fd_sc_hd__nand2_1 847, sky130_fd_sc_hd__mux2_2 67, sky130_fd_sc_hd__ha_1 750, sky130_fd_sc_hd__inv_1 686, sky130_fd_sc_hd__o211ai_1 61
==> critical path, delay by kind of cell <==
kind | cells | cell delay (ns)
AOI/OAI and AO/OA | 169 | 46.80
and+or+nand+nor | 77 | 20.88
adders and majority gates | 31 | 9.80
buffers and inverters | 21 | 5.72
muxes | 6 | 2.65
==> logic make-up (layout without fill, tap and decap cells) <==
kind of cell | Yosys count | after routing | share of synthesized area (%)
buffers and inverters | 953 | 962 | 7.531
other | 0 | 9 | 0
and+or+nand+nor | 2195 | 2195 | 20.71
AOI/OAI and AO/OA | 1762 | 1762 | 24.47
xor gates and xnor gates | 448 | 448 | 8.203
adders and majority gates | 1159 | 1159 | 36.74
muxes | 104 | 104 | 2.352
==> layout by cell type (no fill, tap or decap), types with 15 or more instances in the layout <==
cell type,instances
sky130_fd_sc_hd__clkdlybuf4s50_1,98
sky130_fd_sc_hd__a22oi_1,26
sky130_fd_sc_hd__or2_2,44
sky130_fd_sc_hd__nor4_1,34
sky130_fd_sc_hd__o21ai_1,26
sky130_fd_sc_hd__and2_1,44
sky130_fd_sc_hd__a31o_2,27
sky130_fd_sc_hd__a31oi_1,70
sky130_fd_sc_hd__nand3_1,125
sky130_fd_sc_hd__a211oi_1,47
sky130_fd_sc_hd__o31a_1,20
sky130_fd_sc_hd__a21boi_0,27
sky130_fd_sc_hd__inv_1,676
sky130_fd_sc_hd__fa_1,409
sky130_fd_sc_hd__o221ai_1,26
sky130_fd_sc_hd__buf_4,170
sky130_fd_sc_hd__nand4_1,42
sky130_fd_sc_hd__a21oi_1,450
sky130_fd_sc_hd__nor2b_1,48
sky130_fd_sc_hd__a21o_1,204
sky130_fd_sc_hd__nor3_1,186
sky130_fd_sc_hd__o31ai_1,52
sky130_fd_sc_hd__o21a_1,154
sky130_fd_sc_hd__o22ai_1,22
sky130_fd_sc_hd__nor2_1,584
sky130_fd_sc_hd__mux2i_1,37
sky130_fd_sc_hd__o21bai_1,46
sky130_fd_sc_hd__or3_1,60
sky130_fd_sc_hd__xnor2_1,285
sky130_fd_sc_hd__a221oi_1,31
sky130_fd_sc_hd__nand2b_1,51
sky130_fd_sc_hd__o211ai_1,61
sky130_fd_sc_hd__mux2_2,67
sky130_fd_sc_hd__a211o_1,20
sky130_fd_sc_hd__or4_1,15
sky130_fd_sc_hd__o21ai_0,281
sky130_fd_sc_hd__nand2_1,847
sky130_fd_sc_hd__xor2_1,163
sky130_fd_sc_hd__ha_1,750
sky130_fd_sc_hd__and3_1,44
==> worst paths after layout <==
path,slack (ns),endpoint
worst min-delay path,132.87,out_o[0]
worst max-delay path,110.99,out_o[0]
Power and IR drop assume default switching activity.
