File: design/flow/constraint.sdc
current_design cmp

set clk_period 2.5
set clk_io_pct 0.2

create_clock -name clk0 -period $clk_period

set non_clock_inputs [all_inputs -no_clocks]
set_input_delay [expr $clk_period * $clk_io_pct] -clock clk0 $non_clock_inputs
set_output_delay [expr $clk_period * $clk_io_pct] -clock clk0 [all_outputs]
File: design/flow/design.v
module cmp #(
    parameter integer DATAWIDTH = 32
) (
    input wire [DATAWIDTH-1:0] a_i,
    input wire [DATAWIDTH-1:0] b_i,
    input wire [1:0] op_i,
    output wire out_o
);
    assign out_o = (op_i == 2'b00) ? 0 :
                   (op_i == 2'b01) ? a_i == b_i :
                   (op_i == 2'b10) ? a_i >  b_i :
                   (op_i == 2'b11) ? a_i >= b_i :
                    'x;
endmodule
File: design/flow/config.mk
export PLATFORM = sky130hd
export DESIGN_NAME = cmp
export DESIGN_NICKNAME = cmp
export VERILOG_FILES = /design/flow/design.v
export SDC_FILE = /design/flow/constraint.sdc
export NUM_CORES = 4
export LEC_CHECK = 1
export CORE_AREA = 10 10 85 85
export DIE_AREA = 0 0 95 95
File: design/flow/run.sh
#!/bin/bash
# OpenROAD 26Q1-2900-gdf79404cd8, Yosys 0.63+post, stock flow scripts
make -C /OpenROAD-flow-scripts/flow DESIGN_CONFIG=/design/flow/config.mk WORK_HOME=/design/flow/orfs finish
==> qor.yml <==
ys_types: 21
criticalPathCategory: "primary input to output port"
wl_um: 3138
maxCapViolations: 0
synth_area_sq_um: 858.3
dieArea_sq_um: 9025
grt_pass1_vias: 1110
fin_crit_ps: 2437
core_sq_um: 5473
hold_depth: 7
rsz0062_at_grt: "true"
first_iter_violations: 10
place_ws_ps: -803.3
ys_area_sq_um: 858.3
cp_max_fo: 2
synthTopCellsByArea: "ha_1 (47%), inv_1 (14%), a21oi_1 (5.8%)"
setup_viol: 0
worst_pin_slew_ps: 240.8
p_leak_nw: 0.9461
syn_inst: 117
synthXorXnorAreaFrac_pct: 0
ff_latch_area_sq_um: 0
die_w_um: 95
num_io_pins: 67
antenna_found_initial: 0
top_cells_by_count: "ha_1 (32), inv_1 (32), a21oi_1 (10), nand2_1 (10)"
vdd_drop_max_mv: 0.04836
syn2layout_area_growth_pct: 135.6
yosysCellCount: 117
viasPerCell: 4.004
ys_warn_count: 0
seq_cells: 0
ys_seq_share_pct: 0
cp-start-kind: "primary input"
critPathArrivalTime_ps: 1940
die_h_um: 95
nClkBuffers: 0
max_freq_ghz: 0.4103
gp_congestion: 0.7531
final_cells: 268
top_cell_area_share_pct: 46.65
dr.pass1.iters: 2
placed_cell_area_sq_um: 1687
status: "finished clean"
drive_above_1_share_pct: 64.80
drc: 0
synthSimpleGateAreaFrac_pct: 19.39
ctsHoldBuffers: 0
warning_count: 33
top_area_cell: "ha_1"
rows: 27
antenna_cells: 0
synth.cellmix.compoundShare_pct: 19.97
ant_nets: 0
gr-usage-all-layers_pct: 6.524
grt_max_degree: 4
via_count: 1073
relSlewSlack_pct: 83.82
finalClockPeriodUsage_pct: 97.49
hold_class: "primary input to output port"
slew_violations: 0
ys_sh_adder_pct: 46.65
cp_data_required_time_ps: 2000
grt_pass1_wl_um: 4947
finalHoldViolations: 0
fp_util_pct: 15.68
port_buffers: 67
gr-total-overflow: 0
fin_ws_ps: 62.67
hpwlAfterDp_um: 2644
fin_hold_ws_ps: 1572
power.density_nw_per_um2: 158.4
syn_area_per_cell_sq_um: 7.336
worstSetupEndpointType: "output port"
fin_area_sq_um: 2022
dp_cells: 265
mux_area_share_pct: 0
topCombFamilyByArea: "adder cells"
routedWlPerCell_um: 11.71
-- final timing paths --
| kind | to | from | slack (ps) |
|---|---|---|---|
| max | out_o | a_i[13] | 60 |
| min | out_o | a_i[31] | 1570 |
-- area by class of cell --
class / instances / area [sq um]
inverter: 32 / 122.6
timing repair buffer: 79 / 633.1
fill: 553 / 3451
multi-input combinational: 85 / 1176
tap: 72 / 90.09
-- critical path: stages --
cell and delay [ps]:
buf_6 100, ha_4 240, a21o_1 190, a21o_1 190, a221oi_2 250, o211ai_1 130
a22oi_2 170, o21ai_2 60, buf_2 120
-- cells in the final DEF, fill, tap and decap left out, drive strengths merged, types with 5 or more instances in the layout --
cell type      Yosys  layout
ha                32      32
clkdlybuf4s15      0      10
clkdlybuf4s50      0       7
dlygate4sd2        0       7
nand2             10      10
a21oi             10      10
o21ai              5       5
buf                0      34
clkbuf             0      17
inv               32      32
-- per-stage QoR --
step           utilization [%]  setup TNS (ps)  total power [mW]
2_1_floorplan                -               0           0.09866
3_3_place_gp             30.82          -779.4            0.2410
3_5_place_dp             30.82          -803.3            0.2414
4_1_cts                  35.55               0            0.2982
5_1_grt                  36.95          -15.60            0.3580
6_report                 36.95               0            0.3203
-- per-layer routing --
layer	track usage (%)	vias up	share of wire, %
met3	1.122	0	4.8
met1	8.526	486	45
met4	0	0	0
met2	11.61	26	50
met5	0	-	0
li1	-	561	-
-- logic make-up (layout without fill, tap and decap cells) --
kind of cell             after synthesis  after routing
buffers and inverters                 32            111
AND-OR/OR-AND                         26             26
AND/OR/NAND/NOR                       27             27
adder cells (fa/ha/maj)               32             32
-- what timing repair did --
item / CTS / global route
gates cloned: 0 / 0
resized: 186 / 67
buffers inserted: 2 / 1
setup endpoints to repair: 1 / 1
pin swaps: 44 / 38
-- power by group --
part | switching (mW) | total, mW | internal, mW
registers | 0 | 0 | 0
logic | 0.133 | 0.320 | 0.187
clock network | 0 | 0 | 0
No activity file was given, so power comes from the tool's default toggle rates.
